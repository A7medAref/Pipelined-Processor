### /design/flow/design.v
module wb_stage(input clk, input mem_read, input[15:0] memory_data_output, input[15:0] alu_output, output[15:0] result);
    assign result = mem_read ? memory_data_output : alu_output;
endmodule
### /design/flow/run.sh
#!/bin/bash
# OpenROAD 26Q1-2900-gdf79404cd8, Yosys 0.63+post, stock flow scripts
make -C /OpenROAD-flow-scripts/flow DESIGN_CONFIG=/design/flow/config.mk WORK_HOME=/design/flow/orfs finish
### /design/flow/constraint.sdc
current_design wb_stage

set clk_period 1.0
set clk_io_pct 0.2

create_clock -name clk0 -period $clk_period

set non_clock_inputs [all_inputs -no_clocks]
set_input_delay [expr $clk_period * $clk_io_pct] -clock clk0 $non_clock_inputs
set_output_delay [expr $clk_period * $clk_io_pct] -clock clk0 [all_outputs]
### /design/flow/config.mk
export PLATFORM = sky130hd
export DESIGN_NAME = wb_stage
export DESIGN_NICKNAME = wb_stage
export VERILOG_FILES = /design/flow/design.v
export SDC_FILE = /design/flow/constraint.sdc
export NUM_CORES = 4
export LEC_CHECK = 1
export CORE_AREA = 10 10 70 70
export DIE_AREA = 0 0 80 80
==> run_results.csv <==
group,metric,value,unit
final_timing,max_slew_margin,0.952,
global_routing,antenna_found_initial,0,
route,avgRoutedWirePerCell,12.4,um
pwr,powerDensity,379,nW/um^2
cells_and_area,syn_to_final_growth,222,%
logic_synthesis,yosys_warnings,0,
final_timing,min_period,1.06,ns
logic_synthesis,ys_types,4,
logic_synthesis,mux_share,0.874,
worst_setup_path,critPathBufInv,3,
global_routing,grt_pass1_vias,427,
worst_setup_path,crit_type,"in -> out",
floorplanning,row_count,21,
placed_design,gp_congestion,0.788,
flow_run,warnings,35,
status,status,"finished with violations",
hold_path,hold_depth,3,
final_timing,hold_viol,0,
worst_setup_path,path_delay_family,"buffers and inverters",
floorplanning,chip_area,6400,um^2
cells_and_area,nClkBuffers,0,
route,viasPerCell,3.21,
final_timing,worstMarginPinSlew,0.0718,ns
logic_synthesis,synthXorXnorAreaFrac,0,
logic_synthesis,synth_area,249,um^2
pwr,leakage,0.420,nW
floorplanning,die_width,80,um
logic_synthesis,top_logic_kind,"multiplexers",
final_timing,slew_violations,0,
final_timing,layout_setup_ws,-0.0581,ns
logic_synthesis,yosysCellCount,18,
route,routed_wirelength,1410,um
logic_synthesis,ys_sh_adder,0,
worst_setup_path,path_cells,"buf_12 -> buf_12 -> mux2_4 -> buf_6",
final_timing,finalSetupTns,-0.849,ns
logic_synthesis,simple_gate_share,0,
logic_synthesis,synth_area_per_cell,13.8,um^2
worst_setup_path,crit_path_frequent_cell,"buf_12",
logic_synthesis,yosys_area,249,um^2
cells_and_area,flop-count,0,
worst_setup_path,crit_path_end_kind,"output pin",
global_routing,grt_pass1_wl,2070,um
logic_synthesis,synthCells,18,
route,first_pass_iters,2,
worst_setup_path,cp_max_fo,8,
worst_setup_path,slowest_stage,"mux2_4",
final_timing,fmax,945,MHz
placed_design,portBuffers,49,
cells_and_area,most-common-layout-cells,"dlygate4sd2_1 (32), mux2_4 (16), buf_6 (12)",
final_timing,finalSetupViolations,16,
final_timing,timing.final.crit_share,1.06,
cells_and_area,drive_gt1_frac,0.522,
cells_and_area,lay_top_count,"dlygate4sd2_1",
worst_setup_path,arrival,0.86,ns
global_routing,grt_usage,0.0399,
worst_setup_path,max_stage_delay,0.30,ns
global_routing,grt_max_degree,9,
floorplanning,io_pins,50,
floorplanning,core,3420,um^2
status,violations,"setup timing",
floorplanning,die_y,80,um
route,vias,363,
clock_tree,postCtsSetupRepairBufs,0,
route,diodes,0,
global_routing,grt_overflow_total,0,
logic_synthesis,postSynthSeqShare,0,
worst_setup_path,crit_required,0.80,ns
cells_and_area,fin_util,0.234,
flow_run,drv_cap,0,
worst_setup_path,crit_cells,4,
route,drc_errors,0,
route,drt.antenna.violating_nets,0,
placed_design,dp_hpwl,1190,um
floorplanning,initial_core_util,0.0729,
logic_synthesis,synthAoiAreaFrac,0,
hold_path,hp-class,"in -> out",
cells_and_area,regArea,0,um^2
final_timing,rsz0062_at_grt,"yes",
worst_setup_path,start_kind,"input pin",
route,drt_iter0_drc,3,
pwr,peakVddDrop,144,uV
layer usage:
layer	vias up	GRT usage	part of all wire
li1	166	-	-
met1	148	0.0494	0.43
met2	49	0.0465	0.26
met3	0	0.0455	0.31
met4	0	0	0
met5	-	0	0
synthesized netlist by cell type:
cell type,instances,area (um^2)
buf_12,1,20.0
buf_6,1,11.3
mux2_4,10,150
mux2_2,6,67.6
power by group:
part	leakage (nW)	total (W)	switching [W]	internal, W
registers	0	0	0	0
logic	0.420	0.000304	0.0000667	0.000237
clock network	0	0	0	0
total	0.420	0.000304	0.0000667	0.000237
through the flow:
stage	cells	hold slack, ns	setup slack [ns]	power [W]	area [um^2]
after global routing	113	0.806	-0.0741	0.000327	801
after CTS	113	0.800	-0.0659	0.000276	751
after detailed placement	112	1.44	-0.851	0.000318	786
final	113	0.795	-0.0581	0.000304	801
after global placement	112	1.44	-0.845	0.000318	786
after floorplan	18	0.498	0.0725	0.0000893	249
layout make-up:
cell class	instances	area [um^2]
timing repair buffer	51	503
multi-input combinational	16	240
fill	382	2620
tap	46	57.6
path summary, 6_finish.rpt:
| path | start | endpoint | slack (ns) |
|---|---|---|---|
| setup / recovery | mem_read | result[11] | -0.06 |
| hold / removal | alu_output[9] | result[9] | 0.80 |
tightest hold or removal path, stage by stage:
cell,delay (ns)
dlygate4sd2_1,0.19
mux2_4,0.13
buf_2,0.08
repair_timing:
item                                    CTS  global route
endpoints found under the setup margin   16            16
gates cloned                              1             0
hold buffers                              0             0
gates resized                           100             8
logic make-up (layout without fill, tap and decap cells):
| logic type | count (synthesis) | count (layout) |
|---|---|---|
| buffers and inverters | 2 | 51 |
| multiplexers | 16 | 16 |
Power and IR drop assume default switching activity.
